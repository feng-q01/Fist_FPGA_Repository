### design/flow/config.mk
export PLATFORM = sky130hd
export DESIGN_NAME = fp2503
export DESIGN_NICKNAME = fp2503
export VERILOG_FILES = /design/flow/design.v
export SDC_FILE = /design/flow/constraint.sdc
export NUM_CORES = 4
export LEC_CHECK = 1
export CORE_AREA = 10 10 75 75
export DIE_AREA = 0 0 85 85
### design/flow/constraint.sdc
current_design fp2503

set clk_period 3.3
set clk_io_pct 0.2

create_clock -name clk0 -period $clk_period [get_ports {clk}]

set non_clock_inputs [all_inputs -no_clocks]
set_input_delay [expr $clk_period * $clk_io_pct] -clock clk0 $non_clock_inputs
set_output_delay [expr $clk_period * $clk_io_pct] -clock clk0 [all_outputs]
### design/flow/design.v
`timescale 1ns / 1ps
module fp2503(
    input                               clk                        ,
    input                               rst_n                      ,
    output reg                          outsig                      
);
    wire                                pwm                         ;
pwm#(
    .PRIOD                              (16'd25000                 ),
    .DUTY                               (16'd12500                 ) 
)
 u_pwm(
    .clk                                (clk                       ),
    .rst_n                              (rst_n                     ),
    .pwm                                (outsig                    ) 
);
endmodule
`timescale 1ns / 1ps
module pwm  #
(
    parameter  PRIOD =   16'd25000   ,
    parameter  DUTY  =   16'd12500
) 
(
    input                               clk                        ,
    input                               rst_n                      ,
    output                              pwm 
);
reg [15:0]      pwm_cnt;
always @(posedge clk or negedge rst_n) begin
    if(!rst_n)
        pwm_cnt[15:0] <= 16'h00;
    else if(pwm_cnt[15:0] == PRIOD)
        pwm_cnt[15:0] <= 16'h00;
    else 
        pwm_cnt[15:0] <= pwm_cnt[15:0] + 1'b1;
end
assign  pwm = (pwm_cnt[15:0] > DUTY) ? 1'b0 : 1'b1;
endmodule
### design/flow/run.sh
#!/bin/bash
# OpenROAD 26Q1-2900-gdf79404cd8, Yosys 0.63+post, stock flow scripts
make -C /OpenROAD-flow-scripts/flow DESIGN_CONFIG=/design/flow/config.mk WORK_HOME=/design/flow/orfs finish
==> qor.csv <==
stage,metric,value,unit
placement,PortBufs,2,
placement,routability congestion estimate from global placement,0.7824,
critical_path,worst path buffer plus inverter count,2,
layout,share of cells above drive strength 1,0.1220,
timing,final hold viol count,0,
critical_path,kind of end point of the critical path,primary output,
route,Vias,580,
global_route,initial antenna violation count,0,
global_route,largest net degree at the start of global routing,17,
flow_run,count of tool warnings,26,
critical_path,CP Cell Sequence,inv_1 -> ha_1 -> nor2b_1 -> o21a_1 -> o21ai_0 -> a21o_1 -> clkdlybuf4s50_1,
logic_synthesis,"Distinct cells, synth",32,
timing,period utilization,0.7830,
floorplanning,Die Wd,85,µm
timing,Final Slew Violations,0,
timing,final setup fails,0,
logic_synthesis,Commonest cells post-synth,"dfrtp_1 (16), nor2_1 (8), xor2_1 (7), nand3_1 (6), xnor2_1 (4)",
global_route,global-route wire length before repair,2.635,mm
route,Ant. Diodes,0,
route,TritonRoute pass-1 iters,4,
logic_synthesis,register area share after synthesis,0.4699,
critical_path,critical path required time,2640,ps
critical_path,WS Path Type,register to primary output,
logic_synthesis,Yosys top cell by area,dfrtp_1,
critical_path,Startpoint Class,register,
layout,largest registers,u_pwm.pwm_cnt (16),
logic_synthesis,Top area cell types,"dfrtp_1 (47%), xor2_1 (7.2%), xnor2_1 (4.1%)",
logic_synthesis,post-synthesis async set-or-reset flop share,1.000,
layout,Filler Cells Inserted,420,
route,# DRC,0,
logic_synthesis,Area leader share,0.4699,
global_route,vias in the first global route,557,
global_route,gr usage total,0.04249,
route,final WL,1.489,mm
floorplanning,row count,23,
floorplanning,FP Util,0.2100,
timing,final critical-path required period,2584,ps
power_and_ir_drop,Pwr Density,349.8,nW/µm²
power_and_ir_drop,Static Leak,0.0004032,µW
route,"antenna viol nets, final",0,
clocking,Clock Sinks,16,
layout,Final Cell Area,972.2,µm²
logic_synthesis,post-synthesis cell area,852.1,µm²
clocking,clock tree buffer depth,2,
clocking,CTS root buf,clkbuf_8,
logic_synthesis,Yosys warning count,1,
floorplanning,Ports,3,
clocking,cts repair resizes,0,
route,wire length per cell,11.28,µm
layout,max reg flops,16,
critical_path,"slowest stage delay, CP",460,ps
clocking,clk slew on worst S/H paths,60,ps
floorplanning,Core ar.,4058,µm²
critical_path,CP arrival,1920,ps
logic_synthesis,Yosys chip area,852.1,µm²
logic_synthesis,count of library flops with an enable pin,0,
logic_synthesis,Synth flops,16,
clocking,Late-Pin Clk Latency,240,ps
clocking,Post-CTS Hold Fix Bufs,0,
critical_path,Slowest cell on crit path,clkdlybuf4s50_1,
power_and_ir_drop,Worst VDD drop,0.09731,mV
clocking,CTS Buf Count,3,
timing,Slew HR,0.5246,
global_route,"Remaining Overflow, GRT",0,
critical_path,CP top delay family,buffers and inverters,
route,drt initial violations,25,
placement,post-placement worst setup slack,955.7,ps
logic_synthesis,most numerous cell in the Yosys netlist,dfrtp_1,
clocking,H-tree depth,1,
logic_synthesis,Synth Flop Type,dfrtp_1,
critical_path,Crit Path Max Fanout,7,
timing,TNS Setup,0,ps
logic_synthesis,Post-Syn Instances,78,
clocking,post-CTS setup buffers,0,
logic_synthesis,syn avg cell area,10.92,µm²
status,outcome,"finished, final reports clean",
timing,unrepaired setup endpoints after global routing,false,
layout,Largest Register,u_pwm.pwm_cnt,
layout,Layout area overhead,14.10,%
timing,Worst Tran Pin Value,710.8,ps
timing,Fin Clk Skew,1.658,ps
flow_run,max cap viols,0,
timing,achievable frequency,387.0,MHz
floorplanning,Die Span Y,85,µm
worst_hold_path,hold crit path type,register to register,
placement,Area after DPL,930.9,µm²
power_and_ir_drop,total power,340.1,µW
clocking,CTS tree,yes,
logic_synthesis,ys cells,78,
placement,Post-DP HPWL,1.085,mm
floorplanning,DIE AREA,7225,µm²
timing,Final WS setup,716.0,ps
route,vias per cell,4.394,
[routing by layer]
metal / up-vias / track usage / wire [µm]
li1: 285 / - / -
met1: 291 / 0.05698 / 767
met2: 4 / 0.06812 / 672
met3: 0 / 0.01156 / 48
met4: 0 / 0.005988 / 0
met5: - / 0 / 0
[kinds of logic (layout without fill, tap and decap cells)]
| family | count (synthesis) | count (layout) | synth area share |
|---|---|---|---|
| xor gates and xnor gates | 12 | 12 | 0.1322 |
| buffers and inverters | 4 | 8 | 0.01762 |
| and+or+nand+nor | 37 | 37 | 0.2922 |
| muxes | 1 | 1 | 0.01175 |
| DFF | 16 | 16 | 0.4699 |
| AOI/OAI and AO/OA | 6 | 6 | 0.04699 |
| adders and majority gates | 2 | 2 | 0.02936 |
[cell usage in the layout (no fill, tap or decap), types with 2 or more instances in the layout]
cell	instances
and3_1	2
clkbuf_8	3
clkdlybuf4s50_1	2
dfrtp_1	16
ha_1	2
inv_1	3
nand2_1	2
nand3_1	6
nand4_1	3
nand4bb_1	2
nor2_1	8
nor2b_1	3
xnor2_1	4
xor2_1	7
[power by group]
group          leakage [µW]  total [µW]  switching (µW)  internal (µW)
clock network     0.0000216         139            58.5           80.7
registers          0.000214         196               0            196
logic              0.000168        4.68            3.64           1.04
total              0.000403         340            62.1            278
[cell type report]
type | instances | area, µm² | share of cell area
multi-input combinational | 58 | 436.7 | 0.4492
sequential | 16 | 400.4 | 0.4118
tap | 50 | 62.56 | 0.06435
clock buffer | 3 | 41.29 | 0.04247
timing repair buffer | 2 | 20.02 | 0.02059
inverter | 3 | 11.26 | 0.01158
[worst paths after layout]
path,cells past startpoint,slack (ps),end,from
max,7,720,outsig,u_pwm.pwm_cnt[0]$_DFF_PN0_
min,1,510,u_pwm.pwm_cnt[11]$_DFF_PN0_,u_pwm.pwm_cnt[11]$_DFF_PN0_
max reg2reg,6,1540,u_pwm.pwm_cnt[14]$_DFF_PN0_,u_pwm.pwm_cnt[0]$_DFF_PN0_
min reg2reg,1,510,u_pwm.pwm_cnt[11]$_DFF_PN0_,u_pwm.pwm_cnt[11]$_DFF_PN0_
max in group asynchronous,1,2010,u_pwm.pwm_cnt[1]$_DFF_PN0_,rst_n
min in group asynchronous,1,850,u_pwm.pwm_cnt[14]$_DFF_PN0_,rst_n
[through the flow]
step / util / std cells / hold slack, ps
2_1_floorplan: - / 78 / 364.4
3_3_place_gp: 0.2294 / 129 / 484.7
3_5_place_dp: 0.2294 / 129 / 493.6
4_1_cts: 0.2396 / 132 / 505.0
5_1_grt: 0.2396 / 132 / 546.2
6_report: 0.2396 / 132 / 505.4
No activity file was given, so power comes from the tool's default toggle rates.
